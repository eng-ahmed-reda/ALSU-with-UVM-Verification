### flow/design.v
interface alsu_if(input logic clk);
  logic rst;
  logic signed [2:0] A, B, opcode;
  logic cin, red_op_A, red_op_B, bypass_A, bypass_B, serial_in, direction;
  logic [15:0] leds;
  logic signed [5:0] out;
endinterface
module ALSU(A, B, cin, serial_in, red_op_A, red_op_B, opcode, bypass_A, bypass_B, clk, rst, direction, leds, out);
  parameter INPUT_PRIORITY = "A";
  parameter FULL_ADDER = "ON";
  input clk, rst, cin, red_op_A, red_op_B, bypass_A, bypass_B, direction, serial_in;
  input [2:0] opcode;
  input [2:0] A, B;
  output reg [15:0] leds;
  output reg signed [5:0] out;
  reg red_op_A_reg, red_op_B_reg, bypass_A_reg, bypass_B_reg, direction_reg, serial_in_reg;
  reg signed [1:0] cin_reg;
  reg [2:0] opcode_reg;
  reg signed [2:0] A_reg, B_reg;
  wire invalid_red_op, invalid_opcode, invalid;
  assign invalid_red_op = (red_op_A_reg | red_op_B_reg) & (opcode_reg[1] | opcode_reg[2]);
  assign invalid_opcode = opcode_reg[1] & opcode_reg[2];
  assign invalid = invalid_red_op | invalid_opcode;
  always @(posedge clk or posedge rst) begin
    if (rst) begin
       cin_reg <= 0;
       red_op_B_reg <= 0;
       red_op_A_reg <= 0;
       bypass_B_reg <= 0;
       bypass_A_reg <= 0;
       direction_reg <= 0;
       serial_in_reg <= 0;
       opcode_reg <= 0;
       A_reg <= 0;
       B_reg <= 0;
    end else begin
       cin_reg <= cin;
       red_op_B_reg <= red_op_B;
       red_op_A_reg <= red_op_A;
       bypass_B_reg <= bypass_B;
       bypass_A_reg <= bypass_A;
       direction_reg <= direction;
       serial_in_reg <= serial_in;
       opcode_reg <= opcode;
       A_reg <= A;
       B_reg <= B;
    end
  end
  always @(posedge clk or posedge rst) begin
    if (rst) begin
       leds <= 0;
    end else begin
        if (invalid)
          leds <= ~leds;
        else
          leds <= 0;
    end
  end
  always @(posedge clk or posedge rst) begin
    if (rst) begin
      out <= 0;
    end
    else begin 
      if (bypass_A_reg && bypass_B_reg)
        out <= (INPUT_PRIORITY == "A") ? A_reg : B_reg;
      else if (bypass_A_reg)
        out <= A_reg;
      else if (bypass_B_reg)
        out <= B_reg;
      else if (invalid) 
        out <= 0;
      else begin
          case (opcode)
            3'h0: begin  
             if (red_op_A_reg && red_op_B_reg) 
               out <= (INPUT_PRIORITY == "A")? |A_reg: |B_reg;
             else if (red_op_A_reg) 
               out<= |A_reg;
             else if (red_op_B_reg) 
               out <= |B_reg;
             else
              out <= A_reg | B_reg;
             end
            3'h1:begin  
              if (red_op_A_reg && bypass_B_reg) 
                 out <= (INPUT_PRIORITY == "A")? ^A_reg: ^B_reg;
               else if (bypass_A_reg) 
                 out <= ^A_reg;
               else
                out <= A_reg ^ B_reg;
            end
            3'h2:  
              if (FULL_ADDER == "ON") 
               out <= A_reg + B_reg + cin_reg;
              else 
               out <= A_reg + B_reg;
            3'h3: out <= A_reg * B_reg;  
            3'h4: begin
              if (direction_reg)
                out <= {out[4:0], serial_in_reg};  
              else
                out <= {serial_in_reg, out[5:1]};
            end
            3'h5: begin
              if (direction_reg)
                out <= {out[4:0], out[5]};  
              else
                out <= {out[0], out[5:1]};
            end
          endcase
     end
   end
 end
endmodule
### flow/run.sh
#!/bin/bash
# OpenROAD 26Q1-2900-gdf79404cd8, Yosys 0.63+post, stock flow scripts
make -C /OpenROAD-flow-scripts/flow DESIGN_CONFIG=/design/flow/config.mk WORK_HOME=/design/flow/orfs finish
### flow/config.mk
export PLATFORM = sky130hd
export DESIGN_NAME = ALSU
export DESIGN_NICKNAME = ALSU
export VERILOG_FILES = /design/flow/design.v
export SDC_FILE = /design/flow/constraint.sdc
export NUM_CORES = 4
export LEC_CHECK = 1
export CORE_UTILIZATION = 30
### flow/constraint.sdc
current_design ALSU

set clk_period 4.6
set clk_io_pct 0.2

create_clock -name clk0 -period $clk_period [get_ports {clk}]

set non_clock_inputs [all_inputs -no_clocks]
set_input_delay [expr $clk_period * $clk_io_pct] -clock clk0 $non_clock_inputs
set_output_delay [expr $clk_period * $clk_io_pct] -clock clk0 [all_outputs]
==> results_slide.txt <==
Implementation Results

Synth
  – Yosys Instances: between 150 and 200
  – Post-synthesis instance area: 2051 µm²
  – Unique cell types: approximately 48
  – Yosys chip area: just over 2000 µm²
  – Synthesis-stage register bit count: 37
  – Mapped Cells: ~200
  – Async set-reset flop share out of synthesis: 1.000
  – Synth warn: 1
  – Seq/Total Area, Yosys: 0.4515
  – Avg Cell Area, Syn: around 10 µm²
  – EDFF count, synth: 0
  – Most used DFF post-synth: dfrtp_1

Clock tree
  – Cts bufs inserted: 5
  – Cts hold-fix bufs: 0
  – Clock tree buffer depth: 2
  – CTS resizes: 0
  – H-tree levels: 2
  – Clock Tree Root: clkbuf_8
  – Clk ins delay skew pair: approximately 0.29 ns
  – CTS tree: built
  – Worst-path clk slew: 0.09 ns
  – Clock tree sinks: 37
  – Total setup buffers inserted after CTS: 0

STA
  – Fmax: 320.0 MHz
  – Tmin final: 3.125 ns
  – Pins over their slew limit: 0
  – Max_slew headroom: 0.5918
  – RSZ-0062 raised after global routing: false
  – Final worst setup slack: 1.475 ns
  – Final setup vio count: 0
  – Post-route setup TNS: 0 ns
  – Period utilisation layout: 0.6793
  – Setup Skew: 0.01572 ns
  – Final Hold Fails: 0
  – Worst Tran Pin Value: slightly above 0.6 ns

Layout
  – Max FFs per register: 16
  – Layout cells sized above 1: 0.07113
  – Final instance area: approximately 2600 µm²
  – Area grow syn2layout: 27.76%
  – Core Util, Final: 0.4057
  – Top Registers: leds: 16 flops, out: 6 flops
  – Largest Register: leds

Setup path
  – CP max FO: 9
  – Setup crit end kind: flip-flop
  – Critical path class: flip-flop to flip-flop
  – Critical Path Start Type: flip-flop
  – CP arrival: approximately 3.3 ns
  – WP data required: between 4 and 5 ns

Power
  – Worst vdd ir: 223.7 µV
  – Final Power: roughly 0.85 mW
  – Power density over the cells: 324.8 nW/µm²
  – P_leak: 1.165 nW

Floorplan
  – I/O Pins: approximately 40
  – # rows: 29
  – CORE AREA: between 6000 and 7000 µm²
  – Die width: about 85 µm
  – Die area: 7171 µm²
  – Pre-placement core utilization: 0.3175
  – Die Ht: roughly 85 µm

Route
  – Initial DRT Pass Iterations: 4
  – Routed vias: between 1.5k and 2k
  – DRT iter0 DRCs: between 100 and 150
  – WL per Instance: about 14 µm
  – DR vias/cell: roughly 5
  – Detailed Route WL: between 4000 and 5000 µm
  – # DRC: 0
  – Routed met1 length: approximately 2100 µm
  – Top Metal Used: met4
  – Detail Route Antenna Nets: 0
  – Antenna Cells: 0
  – Metal3 WL: approximately 340 µm
  – Met2 WL: 1891 µm

Global routing
  – Vias in the first global route: 1704
  – First-pass GRT wire length: 7983 µm
  – Gr ovfl total: 0
  – Initial antenna violation count: 0
  – Largest net degree at the start of global routing: 38
  – Gr usage total: 0.1433

Job
  – Max cap viols: 0
  – Tool warnings: 29

Place
  – Placement-stage cell area: 2509 µm²
  – Port buffer count: 39
  – Pre-CTS WS: approximately 1.5 ns
  – Hpwl dp: around 3300 µm
  – Routability cong.: 0.9490

Outcome
  – Status: finished clean

Hold path
  – Hold WC Path Type: flip-flop to flip-flop
metrics by stage:
stage                     cells  hold slack (ns)
final                       316           0.4246
after global routing        316           0.4368
after CTS                   316           0.4295
after detailed placement    308           0.4146
after global placement      308           0.4139
after floorplan             197           0.3785
final timing paths:
check | from | endpoint | slack, ns | depth (start not counted)
worst min-delay path | leds[15] | leds[15] | 0.42 | 1
worst max-delay path | A_reg[2] | out[5] | 1.48 | 12
max in group asynchronous | rst | direction_reg | 3.23 | 3
worst max register to register | A_reg[2] | out[5] | 1.48 | 12
min in group asynchronous | rst | red_op_A_reg | 1.03 | 3
worst min register to register | leds[15] | leds[15] | 0.42 | 1
cell type report:
cell class                 instances  area [µm²]
multi-input combinational        130       998.5
fill                             619        3839
inverter                          24       90.09
clock inverter                     2       38.79
tap                               77       96.34
clock buffer                       6       72.57
timing repair buffer              40       397.9
sequential                        37       925.9
critical path: stages, from the launching register on:
cell and delay [ns]:
dfrtp_1 0.51, nand2_1 0.20, fa_1 0.53, fa_1 0.39
inv_1 0.06, ha_1 0.13, inv_1 0.04, fa_1 0.37
xor2_1 0.16, xnor2_1 0.17, xnor2_1 0.09, a311oi_1 0.26
o21ai_1 0.10
synthesized netlist by cell type (3+ instances only):
cell	instances	area, µm²
dfrtp_1	37	925.9
nor2_1	26	97.59
inv_1	24	90.09
ha_1	13	162.7
a21oi_1	11	55.05
nand2_1	9	33.78
fa_1	7	140.1
o21ai_1	7	35.03
mux2i_1	6	60.06
nor2b_1	4	25.02
o211ai_1	3	22.52
o21ai_0	3	15.01
o31ai_1	3	22.52
xnor2_1	3	26.28
routing by layer:
layer | vias up | track usage
met5 | - | 0
met4 | 0 | 0.03082
met3 | 13 | 0.03984
met2 | 56 | 0.2129
met1 | 724 | 0.2179
li1 | 756 | -
logic make-up after synthesis:
family | share of synthesized area
simple gates | 0.1159
flops | 0.4515
compound gates | 0.1769
fa+ha+maj | 0.1477
buf+inv | 0.06163
xor+xnor | 0.01709
mux | 0.02929
layout by cell type (no fill, tap or decap), types with 6 or more instances in the layout:
| cell | count |
|---|---|
| mux2i_1 | 6 |
| fa_1 | 7 |
| o21ai_1 | 7 |
| ha_1 | 13 |
| a21oi_1 | 11 |
| dfrtp_1 | 37 |
| nor2_1 | 26 |
| inv_1 | 24 |
| clkdlybuf4s50_1 | 39 |
| nand2_1 | 9 |
power by group:
group          internal, mW  total (mW)  leakage, nW  switching (mW)
sequential            0.357       0.387        0.441          0.0292
combinational         0.103       0.177        0.669          0.0740
clock                 0.163       0.288       0.0554           0.125
No activity file was given, so power comes from the tool's default toggle rates.
